<file path="config.mk">
export PLATFORM = sky130hd
export DESIGN_NAME = enc_8to3
export DESIGN_NICKNAME = enc_8to3
export VERILOG_FILES = /design/flow/design.v
export SDC_FILE = /design/flow/constraint.sdc
export NUM_CORES = 4
export LEC_CHECK = 1
export CORE_AREA = 10 10 70 70
export DIE_AREA = 0 0 80 80
</file>
<file path="constraint.sdc">
current_design enc_8to3

set clk_period 1.2
set clk_io_pct 0.2

create_clock -name clk0 -period $clk_period

set non_clock_inputs [all_inputs -no_clocks]
set_input_delay [expr $clk_period * $clk_io_pct] -clock clk0 $non_clock_inputs
set_output_delay [expr $clk_period * $clk_io_pct] -clock clk0 [all_outputs]
</file>
<file path="design.v">
module enc_8to3(
  input[7:0] a,
  input enable,
  output reg[2:0] s,
  output reg zero
);
  integer i = 0;
  always @(*) begin
    if (enable) begin
      case(a)
        8'b00000001 : s = 3'b000;
        8'b00000010 : s = 3'b001;
        8'b00000100 : s = 3'b010;
        8'b00001000 : s = 3'b011;
        8'b00010000 : s = 3'b100;
        8'b00100000 : s = 3'b101;
        8'b01000000 : s = 3'b110;
        8'b10000000 : s = 3'b111;
        default: s = 3'bxxx;
      endcase
    end
    else begin
      s = 3'bxxx;
      zero = 1'bx;
    end
  end
endmodule
</file>
<file path="run.sh">
#!/bin/bash
# OpenROAD 26Q1-2900-gdf79404cd8, Yosys 0.63+post, stock flow scripts
make -C /OpenROAD-flow-scripts/flow DESIGN_CONFIG=/design/flow/config.mk WORK_HOME=/design/flow/orfs finish
</file>
==> metrics.yaml <==
outcome: "finished, violations left"
violations: "negative setup slack"
rsz0062_at_grt: "true"
ant_nets: 0
cap_violations: 0
path_max_fanout: 5
warning_count: 35
path_class: "in2out"
yosysTopAreaCell: "nor4b_1"
areaGrowthSynthToFinish_pct: 215
die_area_um2: 6400
hold_start: "a[0]"
final_cell_mix: "6 x buf_4, 4 x nor4b_4, 4 x buf_2"
yosysUniqueCellTypes: 13
nFillCells: 393
grt.overflow.total: 0
drt_first_pass_iters: 2
setup_viol: 3
hold-path-endpoint: "s[2]"
dieWidth_um: 80
drc: 0
finalCritPeriodShare: 1.09
grt_antenna_before_repair: 0
cp_common_cell: "nor4b_4"
dpl.hpwl_um: 599
grt_max_degree: 7
endpoint_kind: "output pin"
synth_seq_share: 0
first_iter_violations: 7
via_count: 241
final_hold_viol_count: 0
seq_area_um2: 0
hold_depth: 4
fp.dieH_um: 80
worstPathRequired_ns: 0.96
io_pins: 13
ir_drop_uv: 92.4
syn_area_um2: 155
rows: 21
clockBufferCount: 0
cp_slowest_cell: "nor4b_4"
ys_chip_area_um2: 155
crit_chain: "buf_8 > nor4b_4 > a211oi_2 > nor4b_4 > buf_2"
crit_family: "simple AND/OR/NAND/NOR gates"
grt_usage: 0.0282
fmax_mhz: 765
avgViaCountPerCell: 2.90
crit_arrival_ns: 1.07
setup_slack_ns: -0.107
yosys_warnings: 1
report.final.slew_viol_count: 0
final_layout_size_suffix_gt1_frac: 0.811
diodes: 0
grt_pass1_vias: 288
lay_top_count: "buf_4"
fin_hold_ws_ns: 0.783
ys_top_cells_by_area: "nor4b_1 34%, a211oi_1 9.7%, nor4b_2 9.7%"
cpPeakStageDelay_ns: 0.28
ff_count: 0
pre_cts_ws_ns: -1.02
start_kind: "input pin"
grt_pass1_wl_um: 1500
initCoreUtil: 0.0454
placement.io_buffers: 11
syn_area_per_cell_um2: 7.39
power_leakage_nw: 0.172
fin_crit_ns: 1.31
p_per_area_nw_per_um2: 278
top_area_frac: 0.339
ys_cells: 21
min_path_type: "in2out"
worst-path-buf-inv: 2
wl_per_cell_um: 10.3
drt_wl_total_um: 854
core-area_um2: 3420
syn-instance-count: 21
postCtsHoldBufs: 0
gp_congestion: 0.698
[stage by stage]
stage	total power [mW]	TNS [ns]	util	area (um2)	instances
after CTS	0.123	-0.353	0.136	463	83
after global placement	0.0806	-2.70	0.104	355	82
after detailed placement	0.0852	-2.86	0.104	355	82
after floorplan	0.0281	0	-	155	21
after global routing	0.145	-0.474	0.143	489	83
final	0.136	-0.297	0.143	489	83
[metal layers]
metal | GRT usage | vias to the layer above | part of all wire
met5 | 0 | - | 0
met4 | 0 | 0 | 0
met3 | 0.0114 | 0 | 0.094
met2 | 0.0345 | 10 | 0.35
met1 | 0.0455 | 116 | 0.55
li1 | - | 115 | -
[cells in the mapped netlist, drive strengths merged]
| library cell | count |
|---|---|
| buf | 2 |
| xnor2 | 1 |
| or4 | 1 |
| a211oi | 2 |
| o31a | 1 |
| nor4 | 1 |
| xor2 | 1 |
| nor3 | 1 |
| conb | 1 |
| nor2 | 3 |
| nor4b | 7 |
[cell families after synthesis]
family	count (synthesis)	share of synthesized area
XOR/XNOR	2	0.113
buffers and inverters	2	0.0806
AND/OR/NAND/NOR	13	0.629
AND-OR/OR-AND	3	0.153
other	1	0.0242
[worst max path at each step]
stage | startpoint | depth (start not counted) | end
CTS | a[7] | 5 | s[1]
global route | a[7] | 5 | s[1]
finish | a[2] | 5 | s[1]
[where the power goes]
group / internal [mW] / switching [mW] / leakage [nW]
combinational: 0.0763 / 0.0600 / 0.172
sequential: 0 / 0 / 0
clock: 0 / 0 / 0
[final cells by class]
type | instances | area [um2] | share of cell area
timing repair buffer | 18 | 176 | 0.361
multi-input combinational | 19 | 255 | 0.522
tap | 46 | 57.6 | 0.118
[what timing repair did]
action                     4_1_cts  5_1_grt
gates resized                   67        5
setup endpoints to repair        3        3
hold endpoints to repair         0        0
pin swaps                        9        6
buffers inserted                 2        0
Power is estimated from default activity; no workload was simulated.
