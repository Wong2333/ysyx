`./config.mk`:
```
export PLATFORM = sky130hd
export DESIGN_NAME = ALU
export DESIGN_NICKNAME = ALU
export VERILOG_FILES = /design/flow/design.v
export SDC_FILE = /design/flow/constraint.sdc
export NUM_CORES = 4
export LEC_CHECK = 1
export CORE_AREA = 10 10 85 85
export DIE_AREA = 0 0 95 95
```
`./constraint.sdc`:
```
current_design ALU

set clk_period 2.7
set clk_io_pct 0.2

create_clock -name clk0 -period $clk_period [get_ports {clk}]

set non_clock_inputs [all_inputs -no_clocks]
set_input_delay [expr $clk_period * $clk_io_pct] -clock clk0 $non_clock_inputs
set_output_delay [expr $clk_period * $clk_io_pct] -clock clk0 [all_outputs]
```
`./design.v`:
```
module ALU(
    input[2:0] select_mode,
    input[3:0] A,
    input[3:0] B,
    input clk,
    output reg[3:0] Y,
    output reg ZF,
    output reg OF,
    output reg CF);
    wire [3:0] Y_add;
    wire ZF_add,CF_add,OF_add;
    add_module u_add_module(A,B,Y_add,ZF_add,OF_add,CF_add);
    wire [3:0] Y_sub;
    wire ZF_sub,CF_sub,OF_sub;
    sub_module u_sub_module(A,B,Y_sub,ZF_sub,OF_sub,CF_sub);
    wire [3:0] Y_not;
    not_module u_not_module(A,Y_not);
    wire [3:0] Y_and;
    and_module u_and_module(A,B,Y_and);
    wire [3:0] Y_or;
    or_module u_or_module(A,B,Y_or);
    wire [3:0] Y_xor;
    xor_module u_xor_module(A,B,Y_xor);
    wire Y_less;
    less_module u_less_module(A,B,Y_less);
    wire Y_equ;
    equal_module u_equal_module(A,B,Y_equ);
    always @(posedge clk) begin
        case(select_mode)
            3'b000: begin 
                Y<=Y_add;
                ZF<=ZF_add;
                CF<=CF_add;
                OF<=OF_add;
            end
            3'b001: begin 
                Y<=Y_sub;
                ZF<=ZF_sub;
                CF<=CF_sub;
                OF<=OF_sub;
            end
            3'b010: begin 
                Y<=Y_not;
                ZF<=1'b0;
                CF<=1'b0;
                OF<=1'b0;
            end
            3'b011: begin 
                Y<=Y_and;
                ZF<=1'b0;
                CF<=1'b0;
                OF<=1'b0;
            end
            3'b100: begin 
                Y<=Y_or;
                ZF<=1'b0;
                CF<=1'b0;
                OF<=1'b0;
            end
            3'b101: begin 
                Y<=Y_xor;
                ZF<=1'b0;
                CF<=1'b0;
                OF<=1'b0;
            end
            3'b110: begin 
                Y<={3'b000,Y_less};
                ZF<=1'b0;
                CF<=1'b0;
                OF<=1'b0;
            end
            3'b111: begin 
                Y<={3'b000,Y_equ};
                ZF<=1'b0;
                CF<=1'b0;
                OF<=1'b0;
            end
            default: begin Y <= 4'bxxx;ZF<=1'bx;OF<=1'bx;CF<=1'bx; end
        endcase
    end
endmodule
module add_module(    
    input[3:0] A,
    input[3:0] B,
    output [3:0] Y,
    output ZF,
    output OF,
    output CF);
    wire y0;
    assign {y0,Y} = {1'b0,A} + {1'b0,B};
    assign ZF = (Y == 4'b0000)? 1 : 0;
    assign OF = (A[3] != B[3])?0:
                (A[3] == Y[3])?0:1;
    assign CF = (y0==1'b1)?1:0;
endmodule
module sub_module(
    input[3:0] A,
    input[3:0] B,
    output[3:0] Y,
    output ZF,
    output OF,
    output CF);
    assign Y = A - B;
    assign ZF = (Y == 4'b0000);
    assign CF = (A < B);   
    assign OF = (A[3] != B[3]) && (A[3] != Y[3]);   
endmodule
module not_module(    
    input[3:0] A,
    output[3:0] Y);
    assign Y = ~A;
endmodule
module and_module(    
    input[3:0] A,
    input[3:0] B,
    output[3:0] Y);
    assign Y = A & B;
endmodule
module or_module(    
    input[3:0] A,
    input[3:0] B,
    output[3:0] Y);
    assign Y = A | B;
endmodule
module xor_module(    
    input[3:0] A,
    input[3:0] B,
    output[3:0] Y);
    assign Y = A ^ B;
endmodule
module less_module(    
    input[3:0] A,
    input[3:0] B,
    output Y);
    assign Y = $signed(A) < $signed(B);
endmodule
module equal_module(    
    input[3:0] A,
    input[3:0] B,
    output Y);
    assign Y = (A == B);
endmodule
```
`./run.sh`:
```
#!/bin/bash
# OpenROAD 26Q1-2900-gdf79404cd8, Yosys 0.63+post, stock flow scripts
make -C /OpenROAD-flow-scripts/flow DESIGN_CONFIG=/design/flow/config.mk WORK_HOME=/design/flow/orfs finish
```
==> run notes <==
The full implementation flow was run.

Per the layout report, the design carries 633 filler cells. The first global-routing pass estimated 3.470 mm of wire. The net switching power in the latest report is 116.4 µW. The vias after detailed routing stands at 791. The non-filler instance count after layout stands at 203.

The leakage power in the latest report is 0.0004797 µW. The power report attributes to the combinational group a share of 0.382. The post-detailed-route via-to-cell ratio stands at 3.897. The worst VDD IR drop from the latest analysis is 0.1891 mV. The proportion of layout cells with a drive suffix above 1 stands at 0.09160. Per Yosys stat, the portion of area used by sequential elements is 0.1667.

The report puts the hold buffer count at CTS at 0. The cell depth of the worst min-delay path stands at 3. In this run the most used layer during global routing was met2. The worst hold path begins at A[0]. The detailed-routing iteration count for the pre-antenna-repair pass stands at 4. The number of cell instances after yosys synthesis stands at 109.

The required time at the worst endpoint is listed as 2.86 ns. The final report lists the setup-violating endpoint count as 0. The vertical die dimension stands at 95 µm.

The count of unique library cells instantiated by Yosys stands at 39. The clock passes through at most 2 buffers. For this design, the sink count on the clock tree is 7. The number of DRC markers in iteration 0 stands at 32. The fraction of power spent switching nets stands at 0.2811.

The tally of yosys warning messages stands at 1. The post-route fraction of the period consumed by the critical path stands at 0.8975. Setup repair after global routing left no endpoint under its margin.

After clock tree synthesis, the clock-pin slew on the worst setup and hold paths is 0.04 ns. The gate count of the mapped netlist stands at 109. TritonCTS built the clock tree. The initial antenna violation count stands at 0. Prior to clock tree synthesis, the placed netlist has a worst setup slack of 0.04399 ns. The minimum period implied by the final worst setup slack stands at 2.423 ns.

Clock tree synthesis selected as its root buffer the cell clkbuf_8. Routing resource usage on met2 recorded by global route was 0.08009. The share of power burned in registers stands at 0.280. In this run the maximum-capacitance check reported violations numbering 0. The worst-case headroom to the max-slew limit stands at 0.7338. The highest achievable clock rate stands at 412.7 MHz. The die extent in x stands at 95 µm. The synthesized netlist has a Yosys-reported chip area of 840.8 µm². In the routed design, unresolved DRC markers number 0. Per the run report, area growth between synthesis and finish was 37.80%. The number of storage elements in the synthesis netlist stands at 7. The cell area power density stands at 357.3 nW/µm². The routing usage on met1 stands at 0.05742. The area of all sequential standard cells stands at 140.1 µm². In this run the cell area of the synthesized design comes to 840.8 µm². The antenna violation net count after detailed routing stands at 0. The number of buffers inserted by port buffering stands at 18. The number of global-route vias before repair came to 778. The mean post-synth cell area stands at 7.714 µm². The pin closest to its max-slew limit shows a slew of 0.3993 ns. The clock power share stands at 0.338. The aggregate routed wire length stands at 2.043 mm. Leaving out buffers and inverters, the combinational logic in the layout accounts for 613.1 µm². The worst setup path is launched from an input port. In the power breakdown, the internal column shows 297.6 µW. The die covers 9025 µm². In the post-route analysis, the smallest setup slack over all paths is 0.2767 ns.

The tally of OpenROAD warnings stands at 33. The final layout reports a setup TNS of 0 ns. The final hold violation count recorded for this run is 0. The top-level port count stands at 19. STA classifies the critical path endpoint as a register. Max-slew check failures listed in the final report amount to 0. Along the worst path, the maximum fanout reaches 3. In the hold report, the worst path ends at Y[0]$_DFF_P_. The half-perimeter wire length after detailed placement stands at 1.749 mm. Total global-route track usage over all layers is 0.04598.

In this run the number of H-tree levels came out at 1. The flow ran to the end, and the final reports show no timing, DRC or antenna violations. Routability-driven placement finished with a final weighted congestion of 0.8362. The post-cts repair resize count stands at 0. Data arrives at the worst endpoint at 2.59 ns. The total clock buffers created by CTS stands at 3. The total antenna diodes in the routed design stands at 0.

Per the repair_timing log after CTS, setup buffers inserted total 0. Once placement completed, the tool counted placed cells totaling 199. The aggregate global routing overflow stands at 0.

The report lists the number of standard-cell rows as 27. The min-delay analysis places its worst path in the category input port to register. The area of the core region stands at 5473 µm². In the final routed layout, each cell accounts on average for 10.06 µm. Entering global routing, the biggest net connects 25 pins. In the global route stage, met3 resource usage came out at 0.009615. The floorplan step records an initial core utilization of 0.1536.

The setup path with the least slack is of type input port to register.
-- worst max-delay path: stages --
cell and delay, ns:
clkdlybuf4s50_1 0.45, inv_1 0.10, ha_1 0.16, inv_1 0.05
fa_1 0.39, nor2b_1 0.15, or4_1 0.40, a211o_1 0.28
nand3_2 0.07
-- power by group through the flow --
stage / Sequential (µW) / Combinational (µW) / Clock, µW
after CTS: 116 / 160 / 144
after global routing: 117 / 179 / 152
final: 116 / 158 / 140
-- cell type report --
cell class	instances	area share
Clock buffer	4	0.03888
Inverter	12	0.03888
Multi-Input combinational cell	84	0.5292
Sequential cell	7	0.1210
Tap cell	72	0.07775
Timing Repair Buffer	24	0.1944
-- Yosys cell counts, drive strengths merged --
library cell  number  area share
o22a               1       0.010
nor2               8       0.036
xnor2              2       0.021
a32oi              1       0.010
or3                2       0.015
o21ai              4       0.024
or2                1      0.0074
inv               12       0.054
buf                6       0.051
xor2               2       0.021
a31oi              2       0.015
o22ai              2       0.015
nand3              5       0.036
nor2b              2       0.015
o211ai             1      0.0089
a21oi             10       0.060
fa                 2       0.048
a211oi             1      0.0089
or4                1      0.0089
ha                12        0.18
nand3b             1      0.0089
and3               1      0.0074
o221ai             1       0.010
nor3               1      0.0059
and2               1      0.0074
mux2               1       0.013
nand2              6       0.027
nand4              1      0.0074
nor4               2       0.015
o32a               1       0.012
a211o              2       0.021
o21bai             1      0.0089
nand2b             4       0.030
o31ai              1      0.0089
nor3b              1      0.0089
dfxtp              7        0.17
-- per-stage QoR --
step | hold slack [ns] | area [µm²] | utilization | total power (µW)
2_1_floorplan | 0.7637 | 840.8 | - | 212.3
3_3_place_gp | 1.211 | 1114 | 0.2035 | 277.2
3_5_place_dp | 1.211 | 1114 | 0.2035 | 277.1
4_1_cts | 1.135 | 1159 | 0.2117 | 419.9
5_1_grt | 1.163 | 1159 | 0.2117 | 447.1
6_report | 1.132 | 1159 | 0.2117 | 414.0
-- how the worst max path moves through the flow --
stage / end / slack [ns] / start / cells past startpoint
6_report: Y[0]$_DFF_P_ / 0.28 / A[0] / 9
5_1_grt: Y[0]$_DFF_P_ / 0.17 / A[0] / 9
4_1_cts: Y[0]$_DFF_P_ / 0.27 / A[0] / 9
-- flip-flops by register name (all words and copies together), names as in the netlist --
register and cells:
OF 1, ZF 1, Y 4, CF 1
-- logic make-up after synthesis --
group                      share of synthesized area
adders and majority gates                     0.2262
muxes                                        0.01339
xor gates and xnor gates                     0.04167
AOI/OAI and AO/OA                             0.2128
and+or+nand+nor                               0.2351
DFF                                           0.1667
buffers and inverters                         0.1042
-- metal layers --
metal  share of wire  up-vias
met5               0        -
met3           0.098        2
met1            0.44      343
li1                -      426
met4         0.00098        0
met2            0.47       20
-- layout by cell type, fill, tap and decap left out, types with 2 or more instances in the layout --
master	instances
a31oi_1	2
or3_1	2
nor2b_1	2
inv_1	12
o22ai_1	2
nor4_1	2
ha_1	12
xor2_1	2
buf_4	6
o21ai_0	3
fa_1	2
nand2_1	6
clkdlybuf4s50_1	18
nor2_1	8
nand3_1	4
clkbuf_8	3
nand2b_1	4
dfxtp_1	7
a211o_1	2
a21oi_1	10
xnor2_1	2
Power is estimated from default activity; no workload was simulated.
